==> config.mk <==
export PLATFORM = sky130hd
export DESIGN_NAME = knightrider
export DESIGN_NICKNAME = knightrider
export VERILOG_FILES = /design/flow/design.v
export SDC_FILE = /design/flow/constraint.sdc
export NUM_CORES = 4
export LEC_CHECK = 1
export CORE_UTILIZATION = 50
==> design.v <==
module binaryUpDown #(parameter N = 4)
(
	input CLK, CLEAR, UP,
	output logic [N-1:0] COUNT,  
	output [9:0] SHIFT
);
	reg [9:0] shift_reg = 10'b0000000001;
	assign SHIFT = shift_reg;
	always_ff @ (posedge CLK, negedge CLEAR)  
		if (CLEAR==0)
		begin 
			COUNT <= 0;  
			shift_reg <= 10'b0000000001;
		end
		else
			if (UP==0)  
			begin
				COUNT <= COUNT + 1'b1;  
				if(shift_reg != 10'b1000000000) shift_reg[9:0] <= (shift_reg[9:0] << 1);
			end
			else
			begin
				COUNT <= COUNT - 1'b1;  
				if(shift_reg != 10'b0000000001) shift_reg[9:0] <= shift_reg[9:0] >> 1;
			end
endmodule
module divToggle (
	input toggle,
	input clk50M,
	input clr,
	output rate
) ;
	wire clk50k;
	wire clk50;
	wire clk25;
	wire clk12o5;
	wire clk6o25;
	divideXN #( .N(1000), .M(10) ) div1000_a (
		.CLK(clk50M),
		.CLEAR(clr),
		.OUT(clk50k)
	) ;
	divideXN #( .N(1000), .M(10) ) div1000_b (
		.CLK(clk50k),
		.CLEAR(clr),
		.OUT(clk50)
	) ;
	divideXN #( .N(2), .M(2) ) div2_a (
		.CLK(clk50),
		.CLEAR(clr),
		.OUT(clk25)
	) ;
	divideXN #( .N(2), .M(2) ) div2_b (
		.CLK(clk25),
		.CLEAR(clr),
		.OUT(clk12o5)
	) ;
	divideXN #( .N(4), .M(4) ) div2_c (
		.CLK(clk12o5),
		.CLEAR(clr),
		.OUT(clk6o25)
	) ;
	reg [1:0] state;
	reg [1:0] nextstate;
	parameter SPD0=2'b00,SPD1=2'b01,SPD2=2'b10,SPD3=2'b11;
	always_ff @ (negedge toggle)
		state <= nextstate;
	always_comb
		case(state)
			SPD0: nextstate <= SPD1; 
			SPD1: nextstate <= SPD2;
			SPD2: nextstate <= SPD3;
			SPD3: nextstate <= SPD0;
		endcase
	assign rate = ((state == SPD0)*clk6o25 
			     + (state == SPD1)*clk12o5 
			  	 + (state == SPD2)*clk25
				 + (state == SPD3)*clk50);
endmodule
module divideXN #(parameter N=10, parameter M=4)
(
	input CLK, CLEAR,
	output logic [M-1:0] COUNT,  
	output logic OUT
) ;
	always_ff @ (negedge CLK, negedge CLEAR)
		if (CLEAR==1'b0) COUNT <= 0;  
		else
			begin
				if (COUNT == N-2'd2) begin OUT <= 1'b1; COUNT <= N-1'd1; end  
				else
				if (COUNT == N-1'd1) begin OUT <=1'b0; COUNT <= 0; end  
				else begin OUT <= 1'b0; COUNT <= COUNT + 1'b1; end  
			end			
endmodule
module knightrider (
	input clk50M,
	input onOff,
	input rateToggle,
	output [9:0] LEDR,
	output [6:0] HEX0
) ;
	reg enable;
	wire raw_rate;
	wire rate = raw_rate & (~enable);
	wire [3:0] count;
	reg countUp;
	divToggle dt_inst (
		.clk50M(clk50M & (~enable)),
		.clr(1'b1),
		.toggle(rateToggle),
		.rate(raw_rate)
	) ;
	always_ff @ (negedge rate)
	begin
		if(count[3:0] == 4'd9 || count[3:0] == 4'd0) countUp <= ~countUp;
	end
	binaryUpDown bud_inst (
		.CLK(rate),
		.CLEAR(1'b1),
		.UP(countUp),
		.COUNT(count),
		.SHIFT(LEDR[9:0])
	) ;
	onOffToggle oot_inst (
		.onOff(onOff),
		.OUT(enable)
	) ;
	binary2Seven b2s (
		.BIN(count),  
		.SEV(HEX0[6:0])  
	) ;
 endmodule
module onOffToggle
(
	input onOff,
	output OUT
) ;
	reg state,nextstate;
	parameter ON=1'b1,OFF=1'b0;
	always_ff @ (negedge onOff)
		state <= nextstate;
	always_comb
		case(state)
			OFF: nextstate = ON;  
			ON: nextstate = OFF;  
		endcase
	assign OUT = state;
endmodule
module binary2Seven (
	input [3:0] BIN,  
	output logic [6:0] SEV
);  
	always_comb  
		case ({BIN[3:0]})  
			4'b0000: {SEV[6:0]} = 7'b1000000; 
			4'b0001: {SEV[6:0]} = 7'b1111001; 
			4'b0010: {SEV[6:0]} = 7'b0100100; 
			4'b0011: {SEV[6:0]} = 7'b0110000; 
			4'b0100: {SEV[6:0]} = 7'b0011001; 
			4'b0101: {SEV[6:0]} = 7'b0010010; 
			4'b0110: {SEV[6:0]} = 7'b0000010; 
			4'b0111: {SEV[6:0]} = 7'b1111000; 
			4'b1000: {SEV[6:0]} = 7'b0000000; 
			4'b1001: {SEV[6:0]} = 7'b0011000; 
			4'b1010: {SEV[6:0]} = 7'b0001000; 
			4'b1011: {SEV[6:0]} = 7'b0000011; 
			4'b1100: {SEV[6:0]} = 7'b1000110; 
			4'b1101: {SEV[6:0]} = 7'b0100001; 
			4'b1110: {SEV[6:0]} = 7'b0000110; 
			4'b1111: {SEV[6:0]} = 7'b0001110; 
		endcase
endmodule
==> run.sh <==
#!/bin/bash
# OpenROAD 26Q1-2900-gdf79404cd8, Yosys 0.63+post, stock flow scripts
make -C /OpenROAD-flow-scripts/flow DESIGN_CONFIG=/design/flow/config.mk WORK_HOME=/design/flow/orfs finish
==> constraint.sdc <==
current_design knightrider

set clk_period 1.1
set clk_io_pct 0.2

create_clock -name clk0 -period $clk_period [get_ports {onOff}]
create_clock -name clk1 -period $clk_period [get_ports {rateToggle}]

set non_clock_inputs [all_inputs -no_clocks]
set_input_delay [expr $clk_period * $clk_io_pct] -clock clk0 $non_clock_inputs
set_output_delay [expr $clk_period * $clk_io_pct] -clock clk0 [all_outputs]
==> impl_metrics.json <==
{
  "diodes": 0,
  "grt_use_total_pct": 15.1,
  "avgSynthCellArea_um2": 10.4,
  "tns_ps": 0,
  "rows": 26,
  "portBuffers": 18,
  "hold_slack_ps": 408,
  "netlist_area_um2": 2640,
  "grt_start_max_net_pins": 22,
  "flop_cell": "dfxtp_1",
  "area_growth_pct": 10.9,
  "crit_type": "reg -> reg",
  "placedCellCount": 338,
  "die_w_um": 74.6,
  "switchingPower_w": 0.0000847,
  "drtPass1Iterations": 4,
  "internal_power_w": 0.000361,
  "drtIter0Drc": 76,
  "clkPwrFrac_pct": 74.5,
  "ys_warn_count": 8,
  "place_area_um2": 2880,
  "die_h_um": 74.6,
  "unclocked_pins": 55,
  "seqPwrFrac_pct": 24.6,
  "fillers": 444,
  "tritoncts": "yes",
  "hpwlAfterDp_um": 2770,
  "flop_area_um2": 1270,
  "fin_skew_ps": 3.81,
  "ir_worst_vdd_mv": 0.263,
  "pin_count": 20,
  "placeableCoreArea_um2": 5070,
  "untimed_endpoints": 83,
  "yosysSeqAreaShare_pct": 48.2,
  "max_cap_violations": 0,
  "vias": 1676,
  "holdBufCountCts": 0,
  "async_flop_share_pct": 0,
  "drive_above_1_share_pct": 8.09,
  "finalNonFillerCells": 342,
  "clockBufferDepth": 2,
  "die_area_um2": 5560,
  "numCtsBuffers": 3,
  "synth_chip_area_um2": 2640,
  "cp.required_ps": 1810,
  "crit_fanout": 3,
  "routed_via_density": 4.90,
  "yosysTopAreaCell": "dfxtp_1",
  "p_comb_share_pct": 0.8,
  "mi_logic_area_um2": 1250,
  "ys_ff": 58,
  "final_cell_area_um2": 2920,
  "post_cts_resized": 0,
  "tightest_slew_ps": 680,
  "hp-class": "reg -> reg",
  "antenna_found_initial": 0,
  "rsz0062_at_grt": "false",
  "htreeDepth": 1,
  "clk_pin_slew_worst_paths_ps": 40,
  "crit_arrival_ps": 1760,
  "post_cts_buffers": 0,
  "power.leakage_nw": 1.24,
  "synthTopCellsByArea": "dfxtp_1 (36%), edfxtp_1 (13%), ha_1 (10%)",
  "place_congestion": 0.789,
  "ant_nets": 0,
  "cts_root_buffer": "clkbuf_8",
  "grt_pass1_wl_um": 6600,
  "max_slew_margin_pct": 54.7,
  "cp-end-kind": "flip-flop",
  "synthCells": 253,
  "ys_cells": 253,
  "top_area_share_pct": 35.7,
  "warnings": 43,
  "hold_viol": 0,
  "overflow": 0,
  "final_common_cell": "dfxtp_1",
  "setup_viol": 0,
  "fp_util_pct": 51.9,
  "netSwitchingFraction_pct": 19.0,
  "powerDensity_nw_per_um2": 152,
  "avgRoutedWirePerCell_um": 10.7,
  "layout_top_cells": "dfxtp_1 (47), nand2_1 (27), inv_1 (23)",
  "drc": 0,
  "edf_count": 11,
  "slew_viol_final": 0,
  "grt_pass1_vias": 1523,
  "cp-start-kind": "flip-flop",
  "outcome": "complete, no violations",
  "yosys.cell_types.count": 48,
  "drt_wl_total_um": 3670
}
-- power by group through the flow --
stage	registers, W	clock network, W	logic [W]
4_1_cts	0.000110	0.000342	0.00000374
5_1_grt	0.000109	0.000364	0.00000421
6_report	0.000110	0.000332	0.00000376
-- area by class of cell --
type,instances,share of cell area (%)
flip-flops and latches,58,43.5
multi-input cells,168,42.7
inverters,22,2.83
well taps,70,3.00
repair buffers,18,6.17
clock inverters,3,0.385
clock buffers,3,1.41
-- through the flow --
step,total power [W],worst slack (ps),util [%]
detailed placement,0.000143,54.0,56.7
finish,0.000446,49.8,57.6
floorplan,0.000140,121,-
global route,0.000478,1.66,57.6
CTS,0.000455,48.2,57.6
global placement,0.000144,98.8,56.7
-- path summary, 6_finish.rpt --
| path | start | slack [ps] | cells past startpoint | to |
|---|---|---|---|---|
| setup / recovery | dt_inst.state[0] | 50 | 3 | dt_inst.state[0] |
| hold / removal | oot_inst.state | 410 | 1 | oot_inst.state |
| setup reg to reg | dt_inst.state[0] | 50 | 3 | dt_inst.state[0] |
| hold reg to reg | oot_inst.state | 410 | 1 | oot_inst.state |
| max in group clk0 | oot_inst.state | 630 | 1 | oot_inst.state |
| min in group clk1 | dt_inst.state[1] | 550 | 2 | dt_inst.state[1] |
-- worst max-delay path, stage by stage, from the launching register on --
cell and delay [ps]:
dfxtp_1 360, inv_1 80, ha_1 210, or2_2 290
-- cell families (layout without fill, tap and decap cells) --
family                     after synthesis  count (layout)  synth area share (%)
muxes                                   10              10                  4.18
AOI/OAI and AO/OA                       36              36                  9.02
and+or+nand+nor                         78              78                  15.5
xor gates and xnor gates                22              22                  7.88
buffers and inverters                   27              46                  4.42
adders and majority gates               22              22                  10.7
DFF                                     58              58                  48.2
-- layer usage --
layer,GRT usage [%],vias to the layer above,wire (um)
li1,-,905,-
met1,25.2,744,1990
met2,23.2,27,1600
met3,1.51,0,78
met4,1.26,0,0
met5,0,-,0
-- synthesized netlist by cell type, types with 2 or more instances --
master and n:
nand4_1 3, xnor2_1 11, inv_1 22, xor2_1 9
nor2_1 8, and3_1 7, nor4_1 2, o21ai_1 2
a21oi_1 2, nand3_1 9, inv_2 2, o21bai_1 2
or4_1 2, dfxtp_1 47, mux2_2 8, ha_1 21
a211o_1 2, nand2_1 27, edfxtp_1 11, and2_1 4
nor3_1 4, buf_6 2, mux2i_1 2, nand2b_1 2
o21ai_0 18, nor3b_1 2
Power is estimated from default activity; no workload was simulated.
