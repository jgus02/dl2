[/design/flow/run.sh]
#!/bin/bash
# OpenROAD 26Q1-2900-gdf79404cd8, Yosys 0.63+post, stock flow scripts
make -C /OpenROAD-flow-scripts/flow DESIGN_CONFIG=/design/flow/config.mk WORK_HOME=/design/flow/orfs finish
[/design/flow/config.mk]
export PLATFORM = sky130hd
export DESIGN_NAME = keypadIO
export DESIGN_NICKNAME = keypadIO
export VERILOG_FILES = /design/flow/design.v
export SDC_FILE = /design/flow/constraint.sdc
export NUM_CORES = 4
export LEC_CHECK = 1
export CORE_AREA = 10 10 86 86
export DIE_AREA = 0 0 96 96
[/design/flow/constraint.sdc]
current_design keypadIO

set clk_period 4.2
set clk_io_pct 0.2

create_clock -name clk0 -period $clk_period [get_ports {clk50M}]

set non_clock_inputs [all_inputs -no_clocks]
set_input_delay [expr $clk_period * $clk_io_pct] -clock clk0 $non_clock_inputs
set_output_delay [expr $clk_period * $clk_io_pct] -clock clk0 [all_outputs]
[/design/flow/design.v]
module binary2Seven_high (
	input [3:0] BIN,  
	output logic [6:0] SEV
);  
	always_comb  
		case ({BIN[3:0]})  
			4'b0000: {SEV[6:0]} = 7'b0111111; 
			4'b0001: {SEV[6:0]} = 7'b0000110; 
			4'b0010: {SEV[6:0]} = 7'b1011011; 
			4'b0011: {SEV[6:0]} = 7'b1001111; 
			4'b0100: {SEV[6:0]} = 7'b1100110; 
			4'b0101: {SEV[6:0]} = 7'b1101101; 
			4'b0110: {SEV[6:0]} = 7'b1111101; 
			4'b0111: {SEV[6:0]} = 7'b0000111; 
			4'b1000: {SEV[6:0]} = 7'b1111111; 
			4'b1001: {SEV[6:0]} = 7'b1100111; 
			4'b1010: {SEV[6:0]} = 7'b1110111; 
			4'b1011: {SEV[6:0]} = 7'b1111100; 
			4'b1100: {SEV[6:0]} = 7'b0111001; 
			4'b1101: {SEV[6:0]} = 7'b1011110; 
			4'b1110: {SEV[6:0]} = 7'b1111001; 
			4'b1111: {SEV[6:0]} = 7'b1110001; 
		endcase
endmodule
module clockLadder ( 
  input CLK, CLR,
  output logic [31:0] ladder
) ;
  always_ff @ (posedge CLK)
    ladder <= ladder + 1'b1;
  endmodule
module clock_div #( parameter WIDTH = 32, 
                    parameter DIV = 50   ) (
  input clk, reset,
  output clk_out
  );
  reg [WIDTH-1:0] r_reg;
  wire [WIDTH-1:0] r_nxt;
  reg clk_track;
  always @(posedge clk or posedge reset)
  begin
    if (reset)
    begin
      r_reg <= 0;
      clk_track <= 1'b0;
    end
    else if (r_nxt == DIV)
    begin
      r_reg <= 0;
      clk_track <= ~clk_track;
    end
    else
      r_reg <= r_nxt;
  end
  assign r_nxt = r_reg+1;
  assign clk_out = clk_track;
endmodule
module four2one (
  input A,B,
  input [3:0] D0,
  input [3:0] D1,
  input [3:0] D2,
  input [3:0] D3,
  output logic [3:0] Y
);
  always_comb
    case ({B,A})
    2'b00: Y = D1;
    2'b01: Y = D2;
    2'b10: Y = D3;
    2'b11: Y = D0;
    endcase
endmodule
module fsm (
  input mux_rate, reset,
  output reg [1:0] SEL,
  output reg [3:0] CAT,
  output [3:0] test 
);
  assign test = {state,nextstate};
  reg [1:0] state, nextstate;
  always @ (negedge mux_rate, negedge reset)
    if (reset == 0) state <= 2'b0; else state <= nextstate;
  always @ (state)
    case ({state})
      2'b00: begin nextstate = 2'b01; SEL = 2'b00; CAT = 4'b1000; end
      2'b01: begin nextstate = 2'b10; SEL = 2'b01; CAT = 4'b0100; end
      2'b10: begin nextstate = 2'b11; SEL = 2'b10; CAT = 4'b0010; end
      2'b11: begin nextstate = 2'b00; SEL = 2'b11; CAT = 4'b0001; end
    endcase
endmodule
module hex2sevenMX (
  input Clock, Reset, Load, OnOff, 
  input [3:0] HEX3, HEX2, HEX1, HEX0,
  output [6:0] seg,
  output [3:0] cat,
  output [15:0] testout
);
  logic ClockOut, MuxRate;
  logic [31:0] ClockLadder;
  logic [15:0] MUXin;
  logic [3:0] MUXout;
  logic [1:0] sel;
  assign MuxRate = ClockLadder[17];
  wire [3:0] statetest;
  assign testout = {MUXin};
  clockLadder clock_Ladder (
    .CLK(Clock) ,  
    .CLR(Reset) ,  
    .ladder(ClockLadder)  
  );
  nBitRegister #(16) nBitRegisterSV_inst (
    .D({HEX3,HEX2,HEX1,HEX0}) ,  
    .CLK(Load & Reset) ,  
    .CLR(Reset) ,  
    .Q(MUXin)  
  );
  four2one four2one_inst (
    .A(sel[0]) ,  
    .B(sel[1]) ,  
    .D0(MUXin[3:0]) ,  
    .D1(MUXin[7:4]) ,  
    .D2(MUXin[11:8]) ,  
    .D3(MUXin[15:12]) ,  
    .Y(MUXout)  
  );
  binary2Seven_high bin2sev_inst (
    .BIN(MUXout) ,  
    .SEV(seg)  
  );
  fsm FSM_inst (
    .mux_rate(MuxRate) ,  
    .reset(Reset) ,  
    .SEL(sel) ,  
    .CAT(cat),  
    .test(statetest[3:0])
  );
endmodule
module keypadIO (
  input clk50M, rst, load, onOff, 
  input [3:0] r,
  input [3:0] sw,
  output [3:0] c,
  output [6:0] seg,
  output [3:0] cat,
  output [6:0] testboardseg,
  output [9:0] LEDR
);
  wire [15:0] hex_chars;
  wire [15:0] h2stest ;
  assign LEDR[9:3] = h2stest[9:3];
  wire trig;
  keypad_input kpd_in (  
    .clk(clk50M),    
    .reset(rst),     
    .row(r),         
    .col(c),         
    .out(hex_chars),  
    .value(h2stest[6:3]),                 
    .trig(trig)                 
);
  hex2sevenMX h2sMX (
    .Clock(clk50M),
    .Reset(rst),
    .Load(trig),
    .OnOff(1'b1), 
    .HEX3(hex_chars[15:12]), 
    .HEX2(hex_chars[11:8]), 
    .HEX1(hex_chars[7:4]), 
    .HEX0(hex_chars[3:0]),
    .seg(seg),
    .cat(cat)
  );
endmodule
module keypad_base (  
    input clk,
    input [3:0] row,
    output [3:0] col,
    output [3:0] value,
    output valid,
    output slow_clock,
    output sense,
    output valid_digit,
    output [3:0] inv_row
);
    assign inv_row = ~row;
    clock_div #(.DIV(100000)) keypad_clock_divider(
        .clk(clk),
        .clk_out(slow_clock)
    );
    keypad_fsm keypad_fsm(
        .clk(slow_clock),
        .row(inv_row),
        .col(col),
        .sense(sense)
    );
    keypad_decoder #(.BASE(10)) keypad_key_decoder(
        .row(inv_row),
        .col(col),
        .value(value),
        .valid(valid_digit)
    );
    assign valid = valid_digit && sense;
endmodule
module keypad_decoder #( parameter BASE = 10 )
(
    input [3:0] row,
    input [3:0] col,
    output reg [3:0] value,
    output reg valid  
);
    always @ (row, col) begin
            if (BASE == 10) begin
                    case ({row, col})
                        8'b0001_0001: begin value = 1; valid = 1; end  
                        8'b0001_0010: begin value = 2; valid = 1; end  
                        8'b0001_0100: begin value = 3; valid = 1; end  
                        8'b0001_1000: begin value = 10; valid = 1; end  
                        8'b0010_0001: begin value = 4; valid = 1; end  
                        8'b0010_0010: begin value = 5; valid = 1; end  
                        8'b0010_0100: begin value = 6; valid = 1; end  
                        8'b0010_1000: begin value = 11; valid = 1; end  
                        8'b0100_0001: begin value = 7; valid = 1; end  
                        8'b0100_0010: begin value = 8; valid = 1; end  
                        8'b0100_0100: begin value = 9; valid = 1; end  
                        8'b0100_1000: begin value = 12; valid = 1; end  
                        8'b1000_0001: begin value = 14; valid = 1; end  
                        8'b1000_0010: begin value = 0; valid = 1; end  
                        8'b1000_0100: begin value = 15; valid = 1; end  
                        8'b1000_1000: begin value = 13; valid = 1; end  
                        default: begin value = 0; valid = 0; end  
                    endcase
                end
            else if (BASE == 16) begin
                    case ({row, col})
                        8'b0001_0001: begin value = 0; valid = 1; end  
                        8'b0001_0010: begin value = 1; valid = 1; end  
                        8'b0001_0100: begin value = 2; valid = 1; end  
                        8'b0001_1000: begin value = 3; valid = 1; end  
                        8'b0010_0001: begin value = 4; valid = 1; end  
                        8'b0010_0010: begin value = 5; valid = 1; end  
                        8'b0010_0100: begin value = 6; valid = 1; end  
                        8'b0010_1000: begin value = 7; valid = 1; end  
                        8'b0100_0001: begin value = 8; valid = 1; end  
                        8'b0100_0010: begin value = 9; valid = 1; end  
                        8'b0100_0100: begin value = 10; valid = 1; end  
                        8'b0100_1000: begin value = 11; valid = 1; end  
                        8'b1000_0001: begin value = 12; valid = 1; end  
                        8'b1000_0010: begin value = 13; valid = 1; end  
                        8'b1000_0100: begin value = 14; valid = 1; end  
                        8'b1000_1000: begin value = 15; valid = 1; end  
                        default: begin value = 0; valid = 0; end  
                    endcase
                end
            else
                begin
                    value = 0; valid = 0;  
                end
        end
 endmodule
module keypad_fsm(
    input clk,
    input [3:0] row,
    output reg [3:0] col,
    output sense,
    output reg [3:0] state,
    output trig
);
    assign trig = row[0] || row[1] || row[2] || row[3];
    assign sense = state == 10;
    always @ (posedge clk)
        begin
            case (state)
                0: begin col = 4'b1111; state = 1; end
                1: if (trig) begin state = 2; end
                2: begin col = 4'b0001; state = 3; end
                3: if (trig) begin state = 10; end else begin state = 4; end
                4: begin col = 4'b0010; state = 5; end
                5: if (trig) begin state = 10; end else begin state = 6; end
                6: begin col = 4'b0100; state = 7; end
                7: if (trig) begin state = 10; end else begin state = 8; end
                8: begin col = 4'b1000; state = 9; end
                9: if (trig) begin state = 10; end else begin state = 0; end
                10: begin state = 11; end
                11: if (~trig) begin state = 0; end
            endcase
        end
endmodule
module keypad_input #( parameter DIGITS = 4 )
( 
    input clk,
    input reset,
    input [3:0] row,
    output [3:0] col,
    output [(DIGITS*4)-1:0] out,
    output [3:0] value,
    output trig
);
    keypad_base keypad_base(
        .clk(clk),
        .row(row),
        .col(col),
        .value(value),
        .valid(trig)
    );
    shift_reg #(.COUNT(DIGITS)) shift_reg(
        .trig(trig),
        .in(value),
        .out(out),
        .reset(reset)
    );
endmodule
module shift_reg #(parameter COUNT = 4,
                   parameter WIDTH = 4)       
(
    input trig, reset, dir,  
    input [WIDTH-1:0] in,
    output reg [(COUNT*WIDTH)-1:0] out
);
    always @ (posedge trig, negedge reset)
        begin
            if (~reset)
                out <= 0;
            else
                begin
                    if (dir)
                        begin  
                        out <= out >> WIDTH;
                        out[(COUNT*WIDTH)-1:((COUNT*WIDTH)-1)-WIDTH] <= in;
                        end
            else
                begin  
                out <= out << WIDTH;
                out[WIDTH-1:0] <= in;
                end
            end
        end
endmodule
module nBitRegister #(parameter W = 4) (
  input [W-1:0] D,
  input CLK,
  input CLR,
  output [W-1:0] Q
);
  assign Q = Q_latch;
  reg [W-1:0] Q_latch;
  always_ff @ (negedge CLK, negedge CLR)
  begin
    if(~CLR) Q_latch <= 0;
    else Q_latch <= D;
  end
endmodule
==> job_summary.md <==
## PnR job results

| Metric | Value |
|---|---|
| Fraction of the cycle the final worst path needs | 79.3% |
| TritonCTS clock tree | yes |
| Proportion of synthesized chip area in sequential cells | about 43% |
| Vias in the first global route | 567 |
| Clk Latency, worst-skew pair | about 250 ps |
| Worst hold path class | flip-flop to flip-flop |
| R2R depth | 4 |
| Count of placed standard cells in the final layout, fillers left out | 184 |
| Total die area | around 9200 µm² |
| Std-Cell Core Area | 5540 µm² |
| Via-to-Cell Ratio | 3.27 |
| Category of the worst setup path launch point | primary input |
| Async S/R FF share, synth | about 18% |
| Fill cell count | 628 |
| Number of diodes added for antenna fixing | 0 |
| Delay of the slowest cell on the worst path | 480 ps |
| Post-synthesis chip area from yosys | 1070 µm² |
| Net switching fraction of the power | 18.7% |
| Final routed wire length divided by cell count | 8.66 µm |
| Mean instance size in the synthesized netlist | 10.6 µm² |
| Cell seen most often among critical-path stages | clkdlybuf4s50_1 |
| Post-synth tally of flip-flops with integrated enable | 0 |
| Lkg Pwr | 0.000471 µW |
| Setup skew after layout | 5.81 ps |
| Std-Cell Rows | 27 |
| Arrival time of data at the critical path endpoint | 2490 ps |
| Root buffer cell | clkbuf_8 |
| Final Hold Vio Count | 0 |
| CP max-delay cell | clkdlybuf4s50_1 |
| Post-CTS Hold Buffers | 0 |
| Leading post-synthesis cells by instance count | buf_4, dfxtp_1, xnor2_1 |
| Status | finished clean |
| Clock buffer depth | 2 |
| Top-area cell share | 33.8% |
| Worst Hold Depth | 1 |
| Worst IR Drop VDD | 0.234 mV |
| Unrepaired setup endpoints after global routing | no |
| Instance area after placement | roughly 1200 µm² |
| Resize count post-CTS | 0 |
| Largest net degree at the start of global routing | 11 |
| Post-layout instance area | 1230 µm² |
| Synthesis warning total | 24 |
| Drt pass-1 iters | 3 |
| Clock share of power | around 43% |
| Achievable Freq | 0.300 GHz |
| Number of cells on the critical path | 5 |
| Ranking of synthesized cells by area | dfxtp_1, buf_4, xnor2_1 |
| Top delay family on crit path | buffers and inverters |
| Capturing element type of the critical path | output port |
| Leading cell type by number of instances after synthesis | buf_4 |
| Clock slew at the register clock pins of the worst setup and hold paths | 60 ps |
| Width of the die | about 96 µm |
| Syn Inst Count | just over 100 |
| Number of antenna violations at the first check in global routing | 0 |
| #FFs+latches synth | 22 |
| Number of buffers created by CTS | 3 |
| Setup Fix Bufs, Post-CTS | 0 |
| Total routed wirelength | 1590 µm |
| Top_reg_cell synth | dfxtp_1 |
| Buffers on Ports | 13 |
| Post-Syn Area | 1070 µm² |
| Internal power component | about 270 µW |
| Final sum of negative setup slack | 0 ps |
| Worst-path fanout max | 4 |
| Worst hold slack across all endpoints | about 450 ps |
| Number of failing setup endpoints in the final timing report | 0 |
| Reg power frac | 52.2% |
| Fraction of layout instances using a drive strength above 1 | 13.4% |
| Cell taking the most area after synthesis | dfxtp_1 |
| Num ports | between 40 and 50 |
| Pins over their slew limit | 0 |
| Switching power of the nets | 61.2 µW |
| Number of cells in the yosys synthesis report | 101 |
| Buf/Inv on CP | 2 |
| Count of unclocked register or latch pins | 4 |
| Total half-perimeter wirelength after legalization and detailed placement | 1310 µm |
| Die Span Y | 96 µm |
| Fin crit period | 3330 ps |
| Number of remaining DRC errors | 0 |
| Post-DRT Antenna Nets | 0 |
| Count of endpoints without a timing constraint | 8 |
| Overall routing resource usage | 3.33% |
| Required time of the worst setup path | 3360 ps |
| Count of routing violations after the opening detailed-route iteration | between 40 and 50 |
| Area added between synthesis and finish | 14.9% |
| Floorplan utilization | between 10% and 20% |
| Aggregate global routing overflow | 0 |
| Final Wtd Congestion | 0.724 |
| Routed vias | 602 |
| Tally of OpenROAD warnings | 31 |
| Kind of critical path | primary input to output port |
| Max Cap Viol | 0 |
| Gate power share | 5.3% |
| Post-placement cell count | 180 |
| Critical Path, Cell by Cell | clkdlybuf4s50_1 > xnor2_1 > a211oi_1 > o21bai_1 > clkdlybuf4s50_1 |
| Maximum level of the CTS H-tree | 1 |
| Power density over the cells | around 270 nW/µm² |
| Yosys cell types | 25 |
| First-pass GRT wire length | about 2600 µm |
==> cells by family (layout without fill, tap and decap cells) <==
kind of cell / after synthesis / after routing / synth area share (%)
AOI/OAI and AO/OA: 5 / 5 / 3.28
xor gates and xnor gates: 17 / 17 / 15.4
adders and majority gates: 1 / 1 / 1.17
buffers and inverters: 31 / 20 / 19.7
DFF: 22 / 22 / 43.3
other: 2 / 24 / 0.704
and+or+nand+nor: 23 / 23 / 16.5
==> path summary, 6_finish.rpt <==
| check | startpoint | to | slack, ps |
|---|---|---|---|
| min reg2reg | h2sMX.clock_Ladder.ladder[0]$_DFF_P_ | h2sMX.clock_Ladder.ladder[0]$_DFF_P_ | 450 |
| max reg2reg | h2sMX.clock_Ladder.ladder[0]$_DFF_P_ | h2sMX.clock_Ladder.ladder[14]$_DFF_P_ | 2750 |
| min | h2sMX.clock_Ladder.ladder[0]$_DFF_P_ | h2sMX.clock_Ladder.ladder[0]$_DFF_P_ | 450 |
| max | r[1] | LEDR[3] | 870 |
==> state kept, by name, indices dropped and copies added, names as in the netlist <==
| signal | flops |
|---|---|
| h2sMX.clock_Ladder.ladder | 18 |
| h2sMX.FSM_inst.state | 4 |
==> power groups by stage <==
stage	combinational, µW	clock, µW	sequential (µW)
5_1_grt	20.0	153	170
6_report	17.3	139	171
4_1_cts	18.6	143	171
==> area by class of cell <==
cell class              count  area, µm²  share of cell area (%)
inverters                   3       11.3                   0.918
repair buffers             13        130                    10.6
well taps                  72       90.1                    7.35
flip-flops and latches     22        462                    37.7
clock buffers               4       55.1                    4.49
multi-input cells          70        478                    39.0
==> routing by layer <==
metal / part of all wire (%) / up-vias / GRT usage (%)
li1: - / 310 / -
met2: 41 / 21 / 4.88
met1: 48 / 271 / 4.71
met4: 0 / 0 / 0.123
met3: 10 / 0 / 1.42
met5: 0 / - / 0
==> placed cells by master, fill, tap and decap left out, types with 2 or more instances in the layout <==
cell             count
nand4_1              2
and3_1               2
clkdlybuf4s50_1     13
conb_1              24
and4_4               4
nand2_1              4
dfrtn_1              3
xor2_1               2
xnor2_1             13
o21bai_1             3
inv_1                3
dfxtp_1             18
nand3_1              5
nand3_2              2
clkbuf_8             4
==> stage by stage <==
| step | setup WS, ps | util, % | total power, µW |
|---|---|---|---|
| floorplan | 2020 | - | 194 |
| global placement | 902 | 21.1 | 193 |
| detailed placement | 846 | 21.1 | 193 |
| CTS | 865 | 22.1 | 332 |
| global route | 740 | 22.1 | 343 |
| finish | 870 | 22.1 | 327 |
Power figures rest on the tool's default switching activity, not on a simulated workload.
