===== /design/flow/design.v =====
module binary2Seven_high (
	input [3:0] BIN,  
	output logic [6:0] SEV
);  
	always_comb  
		case ({BIN[3:0]})  
			4'b0000: {SEV[6:0]} = 7'b0111111; 
			4'b0001: {SEV[6:0]} = 7'b0000110; 
			4'b0010: {SEV[6:0]} = 7'b1011011; 
			4'b0011: {SEV[6:0]} = 7'b1001111; 
			4'b0100: {SEV[6:0]} = 7'b1100110; 
			4'b0101: {SEV[6:0]} = 7'b1101101; 
			4'b0110: {SEV[6:0]} = 7'b1111101; 
			4'b0111: {SEV[6:0]} = 7'b0000111; 
			4'b1000: {SEV[6:0]} = 7'b1111111; 
			4'b1001: {SEV[6:0]} = 7'b1100111; 
			4'b1010: {SEV[6:0]} = 7'b1110111; 
			4'b1011: {SEV[6:0]} = 7'b1111100; 
			4'b1100: {SEV[6:0]} = 7'b0111001; 
			4'b1101: {SEV[6:0]} = 7'b1011110; 
			4'b1110: {SEV[6:0]} = 7'b1111001; 
			4'b1111: {SEV[6:0]} = 7'b1110001; 
		endcase
endmodule
module clockLadder ( 
  input CLK, CLR,
  output logic [31:0] ladder
) ;
  always_ff @ (posedge CLK)
    ladder <= ladder + 1'b1;
  endmodule
module clock_div #( parameter WIDTH = 32, 
                    parameter DIV = 50   ) (
  input clk, reset,
  output clk_out
  );
  reg [WIDTH-1:0] r_reg;
  wire [WIDTH-1:0] r_nxt;
  reg clk_track;
  always @(posedge clk or posedge reset)
  begin
    if (reset)
    begin
      r_reg <= 0;
      clk_track <= 1'b0;
    end
    else if (r_nxt == DIV)
    begin
      r_reg <= 0;
      clk_track <= ~clk_track;
    end
    else
      r_reg <= r_nxt;
  end
  assign r_nxt = r_reg+1;
  assign clk_out = clk_track;
endmodule
module four2one (
  input A,B,
  input [3:0] D0,
  input [3:0] D1,
  input [3:0] D2,
  input [3:0] D3,
  output logic [3:0] Y
);
  always_comb
    case ({B,A})
    2'b00: Y = D1;
    2'b01: Y = D2;
    2'b10: Y = D3;
    2'b11: Y = D0;
    endcase
endmodule
module fsm (
  input mux_rate, reset,
  output reg [1:0] SEL,
  output reg [3:0] CAT,
  output [3:0] test 
);
  assign test = {state,nextstate};
  reg [1:0] state, nextstate;
  always @ (negedge mux_rate, negedge reset)
    if (reset == 0) state <= 2'b0; else state <= nextstate;
  always @ (state)
    case ({state})
      2'b00: begin nextstate = 2'b01; SEL = 2'b00; CAT = 4'b1000; end
      2'b01: begin nextstate = 2'b10; SEL = 2'b01; CAT = 4'b0100; end
      2'b10: begin nextstate = 2'b11; SEL = 2'b10; CAT = 4'b0010; end
      2'b11: begin nextstate = 2'b00; SEL = 2'b11; CAT = 4'b0001; end
    endcase
endmodule
module hex2sevenMX (
  input Clock, Reset, Load, OnOff, 
  input [3:0] HEX3, HEX2, HEX1, HEX0,
  output [6:0] seg,
  output [3:0] cat,
  output [15:0] testout
);
  logic ClockOut, MuxRate;
  logic [31:0] ClockLadder;
  logic [15:0] MUXin;
  logic [3:0] MUXout;
  logic [1:0] sel;
  assign MuxRate = ClockLadder[17];
  wire [3:0] statetest;
  assign testout = {MUXin};
  clockLadder clock_Ladder (
    .CLK(Clock) ,  
    .CLR(Reset) ,  
    .ladder(ClockLadder)  
  );
  nBitRegister #(16) nBitRegisterSV_inst (
    .D({HEX3,HEX2,HEX1,HEX0}) ,  
    .CLK(Load & Reset) ,  
    .CLR(Reset) ,  
    .Q(MUXin)  
  );
  four2one four2one_inst (
    .A(sel[0]) ,  
    .B(sel[1]) ,  
    .D0(MUXin[3:0]) ,  
    .D1(MUXin[7:4]) ,  
    .D2(MUXin[11:8]) ,  
    .D3(MUXin[15:12]) ,  
    .Y(MUXout)  
  );
  binary2Seven_high bin2sev_inst (
    .BIN(MUXout) ,  
    .SEV(seg)  
  );
  fsm FSM_inst (
    .mux_rate(MuxRate) ,  
    .reset(Reset) ,  
    .SEL(sel) ,  
    .CAT(cat),  
    .test(statetest[3:0])
  );
endmodule
module keypad_base (  
    input clk,
    input [3:0] row,
    output [3:0] col,
    output [3:0] value,
    output valid,
    output slow_clock,
    output sense,
    output valid_digit,
    output [3:0] inv_row
);
    assign inv_row = ~row;
    clock_div #(.DIV(100000)) keypad_clock_divider(
        .clk(clk),
        .clk_out(slow_clock)
    );
    keypad_fsm keypad_fsm(
        .clk(slow_clock),
        .row(inv_row),
        .col(col),
        .sense(sense)
    );
    keypad_decoder #(.BASE(10)) keypad_key_decoder(
        .row(inv_row),
        .col(col),
        .value(value),
        .valid(valid_digit)
    );
    assign valid = valid_digit && sense;
endmodule
module keypad_decoder #( parameter BASE = 10 )
(
    input [3:0] row,
    input [3:0] col,
    output reg [3:0] value,
    output reg valid  
);
    always @ (row, col) begin
            if (BASE == 10) begin
                    case ({row, col})
                        8'b0001_0001: begin value = 1; valid = 1; end  
                        8'b0001_0010: begin value = 2; valid = 1; end  
                        8'b0001_0100: begin value = 3; valid = 1; end  
                        8'b0001_1000: begin value = 10; valid = 1; end  
                        8'b0010_0001: begin value = 4; valid = 1; end  
                        8'b0010_0010: begin value = 5; valid = 1; end  
                        8'b0010_0100: begin value = 6; valid = 1; end  
                        8'b0010_1000: begin value = 11; valid = 1; end  
                        8'b0100_0001: begin value = 7; valid = 1; end  
                        8'b0100_0010: begin value = 8; valid = 1; end  
                        8'b0100_0100: begin value = 9; valid = 1; end  
                        8'b0100_1000: begin value = 12; valid = 1; end  
                        8'b1000_0001: begin value = 14; valid = 1; end  
                        8'b1000_0010: begin value = 0; valid = 1; end  
                        8'b1000_0100: begin value = 15; valid = 1; end  
                        8'b1000_1000: begin value = 13; valid = 1; end  
                        default: begin value = 0; valid = 0; end  
                    endcase
                end
            else if (BASE == 16) begin
                    case ({row, col})
                        8'b0001_0001: begin value = 0; valid = 1; end  
                        8'b0001_0010: begin value = 1; valid = 1; end  
                        8'b0001_0100: begin value = 2; valid = 1; end  
                        8'b0001_1000: begin value = 3; valid = 1; end  
                        8'b0010_0001: begin value = 4; valid = 1; end  
                        8'b0010_0010: begin value = 5; valid = 1; end  
                        8'b0010_0100: begin value = 6; valid = 1; end  
                        8'b0010_1000: begin value = 7; valid = 1; end  
                        8'b0100_0001: begin value = 8; valid = 1; end  
                        8'b0100_0010: begin value = 9; valid = 1; end  
                        8'b0100_0100: begin value = 10; valid = 1; end  
                        8'b0100_1000: begin value = 11; valid = 1; end  
                        8'b1000_0001: begin value = 12; valid = 1; end  
                        8'b1000_0010: begin value = 13; valid = 1; end  
                        8'b1000_0100: begin value = 14; valid = 1; end  
                        8'b1000_1000: begin value = 15; valid = 1; end  
                        default: begin value = 0; valid = 0; end  
                    endcase
                end
            else
                begin
                    value = 0; valid = 0;  
                end
        end
 endmodule
module keypad_fsm(
    input clk,
    input [3:0] row,
    output reg [3:0] col,
    output sense,
    output reg [3:0] state,
    output trig
);
    assign trig = row[0] || row[1] || row[2] || row[3];
    assign sense = state == 10;
    always @ (posedge clk)
        begin
            case (state)
                0: begin col = 4'b1111; state = 1; end
                1: if (trig) begin state = 2; end
                2: begin col = 4'b0001; state = 3; end
                3: if (trig) begin state = 10; end else begin state = 4; end
                4: begin col = 4'b0010; state = 5; end
                5: if (trig) begin state = 10; end else begin state = 6; end
                6: begin col = 4'b0100; state = 7; end
                7: if (trig) begin state = 10; end else begin state = 8; end
                8: begin col = 4'b1000; state = 9; end
                9: if (trig) begin state = 10; end else begin state = 0; end
                10: begin state = 11; end
                11: if (~trig) begin state = 0; end
            endcase
        end
endmodule
module keypad_input #( parameter DIGITS = 4 )
( 
    input clk,
    input reset,
    input [3:0] row,
    output [3:0] col,
    output [(DIGITS*4)-1:0] out,
    output [3:0] value,
    output trig
);
    keypad_base keypad_base(
        .clk(clk),
        .row(row),
        .col(col),
        .value(value),
        .valid(trig)
    );
    shift_reg #(.COUNT(DIGITS)) shift_reg(
        .trig(trig),
        .in(value),
        .out(out),
        .reset(reset)
    );
endmodule
module shift_reg #(parameter COUNT = 4,
                   parameter WIDTH = 4)       
(
    input trig, reset, dir,  
    input [WIDTH-1:0] in,
    output reg [(COUNT*WIDTH)-1:0] out
);
    always @ (posedge trig, negedge reset)
        begin
            if (~reset)
                out <= 0;
            else
                begin
                    if (dir)
                        begin  
                        out <= out >> WIDTH;
                        out[(COUNT*WIDTH)-1:((COUNT*WIDTH)-1)-WIDTH] <= in;
                        end
            else
                begin  
                out <= out << WIDTH;
                out[WIDTH-1:0] <= in;
                end
            end
        end
endmodule
module nBitRegister #(parameter W = 4) (
  input [W-1:0] D,
  input CLK,
  input CLR,
  output [W-1:0] Q
);
  assign Q = Q_latch;
  reg [W-1:0] Q_latch;
  always_ff @ (negedge CLK, negedge CLR)
  begin
    if(~CLR) Q_latch <= 0;
    else Q_latch <= D;
  end
endmodule
module multiplex_counter (
  input clk50M, rst, load, onOff, 
  input [3:0] r,
  input [3:0] sw,
  output [3:0] c,
  output [6:0] seg,
  output [3:0] cat,
  output [6:0] testboardseg,
  output [9:0] LEDR
);
  wire [15:0] hex_chars;
  wire [15:0] h2stest ;
  assign LEDR[9:3] = h2stest[9:3];
  wire trig;
  keypad_input kpd_in (  
    .clk(clk50M),    
    .reset(rst),     
    .row(r),         
    .col(c),         
    .out(hex_chars),  
    .value(h2stest[6:3]),                 
    .trig(trig)                 
);
  hex2sevenMX h2sMX (
    .Clock(clk50M),
    .Reset(rst),
    .Load(trig),
    .OnOff(1'b1), 
    .HEX3(hex_chars[15:12]), 
    .HEX2(hex_chars[11:8]), 
    .HEX1(hex_chars[7:4]), 
    .HEX0(hex_chars[3:0]),
    .seg(seg),
    .cat(cat)
  );
endmodule

===== /design/flow/run.sh =====
#!/bin/bash
# OpenROAD 26Q1-2900-gdf79404cd8, Yosys 0.63+post, stock flow scripts
make -C /OpenROAD-flow-scripts/flow DESIGN_CONFIG=/design/flow/config.mk WORK_HOME=/design/flow/orfs finish

===== /design/flow/config.mk =====
export PLATFORM = sky130hd
export DESIGN_NAME = multiplex_counter
export DESIGN_NICKNAME = multiplex_counter
export VERILOG_FILES = /design/flow/design.v
export SDC_FILE = /design/flow/constraint.sdc
export NUM_CORES = 4
export LEC_CHECK = 1
export CORE_AREA = 10 10 98 98
export DIE_AREA = 0 0 108 108

===== /design/flow/constraint.sdc =====
current_design multiplex_counter

set clk_period 4.2
set clk_io_pct 0.2

create_clock -name clk0 -period $clk_period [get_ports {clk50M}]

set non_clock_inputs [all_inputs -no_clocks]
set_input_delay [expr $clk_period * $clk_io_pct] -clock clk0 $non_clock_inputs
set_output_delay [expr $clk_period * $clk_io_pct] -clock clk0 [all_outputs]

==> impl_metrics.sql <==
-- physical implementation figures
INSERT INTO impl_metrics (metric_group, metric, value, unit) VALUES
('timing', 'min_period', '3328', 'ps'),
('die', 'fp_util', '13.96', '%'),
('timing', 'timing.final.crit_share', '79.23', '%'),
('timing', 'timing.final.hold_violations', '0', ''),
('worst_setup_path', 'crit_type', 'input pin to primary output', ''),
('clocking', 'post_cts_resize_count', '0', ''),
('synthesis', 'yosys.area.top_type_share', '33.76', '%'),
('timing', 'endpoints_left_unconstrained', '8', ''),
('pwr', 'vdd.ir_drop.worst', '0.0001366', 'V'),
('global_route', 'antenna_found_initial', '0', ''),
('finish', 'mostFrequentLayoutCell', 'sky130_fd_sc_hd__conb_1', ''),
('die', 'placementRows', '32', ''),
('global_route', 'overflow', '0', ''),
('synthesis', 'syn_avg_cell_area', '10.57', 'sq um'),
('worst_setup_path', 'path_max_fanout', '4', ''),
('timing', 'number_of_pins_exceeding_their_max_slew_limit_in_the_final_report', '0', ''),
('place', 'dp_hpwl', '1256', 'um'),
('run_status', 'outcome', 'finished clean', ''),
('flow_run', 'openroad.warnings', '31', ''),
('die', 'io_pins', '44', ''),
('worst_setup_path', 'critical_path.endpoint_type', 'primary output', ''),
('worst_hold_path', 'hold-path-endpoint', 'h2sMX.clock_Ladder.ladder[0]$_DFF_P_', ''),
('place', 'gp_congestion', '0.7163', ''),
('clocking', 'h_tree_lvls', '1', ''),
('synthesis', 'synth.ff_latch_count', '22', ''),
('detailed_routing', 'totalWireLength', '1572', 'um'),
('detailed_routing', 'detailroute.via_count', '585', ''),
('worst_hold_path', 'hold_path_startpoint', 'h2sMX.clock_Ladder.ladder[0]$_DFF_P_', ''),
('timing', 'count_of_unclocked_register_or_latch_pins', '4', ''),
('clocking', 'cts_made_buffers', '3', ''),
('finish', 'final_cells', '214', ''),
('detailed_routing', 'detail-route-antenna-nets', '0', ''),
('clocking', 'cts_tree', 'done', ''),
('detailed_routing', 'vias_per_cell', '2.734', ''),
('detailed_routing', 'diodes', '0', ''),
('finish', 'post_route_cells_drive_above_1_share', '13.39', '%'),
('worst_setup_path', 'end_of_the_worst_register_to_register_path', 'h2sMX.clock_Ladder.ladder[14]$_DFF_P_', ''),
('global_route', 'largest_net_degree_at_the_start_of_global_routing', '11', ''),
('synthesis', 'netlist_top_cells_area', 'sky130_fd_sc_hd__dfxtp_1 (34%), sky130_fd_sc_hd__buf_4 (18%), sky130_fd_sc_hd__xnor2_1 (11%)', ''),
('clocking', 'number_of_buffers_inserted_to_repair_setup_after_cts', '0', ''),
('synthesis', 'synth_sequential_area_ratio', '43.26', '%'),
('place', 'port_buffers', '13', ''),
('die', 'chipWidth', '108', 'um'),
('detailed_routing', 'drt_pre_antenna_iters', '2', ''),
('finish', 'layout-area-overhead-vs-synth', '18.41', '%'),
('synthesis', 'synth_stat.cells', '101', ''),
('clocking', 'clock_tree.buffer_depth', '2', ''),
('clocking', 'cts_clock_pin_slew_for_the_worst_setup_and_hold_paths', '60', 'ps'),
('clocking', 'clock_insertion_delay_worst_skew', '250', 'ps'),
('global_route', 'grt_pass1_vias', '564', ''),
('pwr', 'power.density', '257.5', 'nW/um^2'),
('synthesis', 'ys.warnings.count', '24', ''),
('flow_run', 'maxCapViolCount', '0', ''),
('timing', 'fin_tns_setup', '0', 'ps'),
('worst_setup_path', 'critPathLaunchType', 'input pin', ''),
('worst_setup_path', 'critical_path.reg2reg.startpoint', 'h2sMX.clock_Ladder.ladder[0]$_DFF_P_', ''),
('synthesis', 'synthCells', '101', ''),
('detailed_routing', 'wl_per_cell', '7.346', 'um'),
('die', 'design.die.area', '11660', 'sq um'),
('worst_setup_path', 'cell_count_of_the_worst_reg_to_reg_path', '4', ''),
('timing', 'report.final.setup_viol', '0', ''),
('finish', 'layout.cells.most_common_list', 'sky130_fd_sc_hd__conb_1 (24), sky130_fd_sc_hd__dfxtp_1 (18), sky130_fd_sc_hd__xnor2_1 (13), sky130_fd_sc_hd__clkdlybuf4s50_1 (13), sky130_fd_sc_hd__nand3_1 (5)', ''),
('global_route', 'grt_pass1_wl', '2497', 'um'),
('timing', 'rsz0062_at_grt', 'no', ''),
('synthesis', 'syn_area', '1067', 'sq um'),
('timing', 'highest_clock_rate', '300.5', 'MHz'),
('detailed_routing', 'drc', '0', ''),
('detailed_routing', 'drc_violation_total_after_the_first_tritonroute_iteration', '39', ''),
('clocking', 'cts_hold_buf', '0', ''),
('synthesis', 'yosys.cell_types.count', '25', ''),
('worst_hold_path', 'hold-path-cell-count', '1', '');
==> logic make-up (layout without fill, tap and decap cells) <==
kind of cell | after synthesis | count (layout) | share of synthesized area, %
AND-OR/OR-AND | 5 | 5 | 3.282
buffers and inverters | 31 | 20 | 19.70
other | 2 | 24 | 0.7037
AND/OR/NAND/NOR | 23 | 23 | 16.53
adder cells (fa/ha/maj) | 1 | 1 | 1.172
flip-flops | 22 | 22 | 43.26
XOR/XNOR | 17 | 17 | 15.36
==> stage by stage <==
stage               instance area [sq um]  total power [mW]  setup WS, ps  utilization (%)  hold WS (ps)
floorplan                            1150            0.1939          2020                -         402.0
global placement                     1209            0.1934         908.6            15.81         428.1
detailed placement                   1209            0.1932         860.0            15.81         430.8
CTS                                  1264            0.3315         857.8            16.52         447.0
global route                         1264            0.3421         708.9            16.52         462.1
finish                               1264            0.3254         872.4            16.52         449.5
==> synthesized netlist by cell type <==
cell	instances
sky130_fd_sc_hd__nand4_1	2
sky130_fd_sc_hd__o21bai_1	3
sky130_fd_sc_hd__xor2_1	2
sky130_fd_sc_hd__nand3_1	5
sky130_fd_sc_hd__and3_4	1
sky130_fd_sc_hd__xnor2_1	13
sky130_fd_sc_hd__a21oi_1	1
sky130_fd_sc_hd__xor2_2	1
sky130_fd_sc_hd__buf_4	25
sky130_fd_sc_hd__conb_1	2
sky130_fd_sc_hd__dfrtn_1	3
sky130_fd_sc_hd__dfxtp_1	18
sky130_fd_sc_hd__ha_1	1
sky130_fd_sc_hd__nor3_1	1
sky130_fd_sc_hd__nand2_1	4
sky130_fd_sc_hd__nand3_2	2
sky130_fd_sc_hd__dfstp_2	1
sky130_fd_sc_hd__and4_4	4
sky130_fd_sc_hd__and4_1	1
sky130_fd_sc_hd__inv_1	3
sky130_fd_sc_hd__clkbuf_1	3
sky130_fd_sc_hd__and3_1	2
sky130_fd_sc_hd__nand4_4	1
sky130_fd_sc_hd__a211oi_1	1
sky130_fd_sc_hd__xnor2_2	1
==> worst max-delay path, cell delays in order <==
cell and delay (ps):
sky130_fd_sc_hd__clkdlybuf4s50_1 460, sky130_fd_sc_hd__xnor2_1 140, sky130_fd_sc_hd__a211oi_1 390, sky130_fd_sc_hd__o21bai_1 170, sky130_fd_sc_hd__clkdlybuf4s50_1 480
==> per-layer routing <==
layer / GRT usage (%) / wire, um / up-vias / part of all wire (%)
li1: - / - / 305 / -
met1: 3.909 / 781 / 258 / 50
met2: 3.147 / 656 / 22 / 42
met3: 1.386 / 134 / 0 / 8.5
met4: 0 / 0 / 0 / 0
met5: 0 / 0 / - / 0
==> report_power, final <==
| group | switching (mW) | total [mW] | leakage [nW] | internal [mW] |
|---|---|---|---|---|
| registers | 0 | 0.171 | 0.197 | 0.171 |
| clock network | 0.0540 | 0.137 | 0.0288 | 0.0831 |
| logic | 0.00595 | 0.0176 | 0.245 | 0.0117 |
==> final cells by class <==
| class | instances | area (sq um) | area share [%] |
|---|---|---|---|
| clock buffer | 4 | 55.05 | 4.356 |
| sequential | 22 | 461.7 | 36.53 |
| multi-input combinational | 70 | 478.0 | 37.82 |
| timing repair buffer | 13 | 130.1 | 10.30 |
| tap | 102 | 127.6 | 10.10 |
| inverter | 3 | 11.26 | 0.8911 |
==> registers in the layout, summed over array words and instances (netlist names) <==
register / count
h2sMX.FSM_inst.state: 4
h2sMX.clock_Ladder.ladder: 18
==> worst max path at each step <==
| stage | from | to | slack [ps] | depth (start not counted) |
|---|---|---|---|---|
| CTS | r[1] | LEDR[4] | 860 | 5 |
| global route | r[1] | LEDR[4] | 710 | 5 |
| finish | r[1] | LEDR[6] | 870 | 5 |
Power is estimated from default activity; no workload was simulated.
